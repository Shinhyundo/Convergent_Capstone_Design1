`./design.v`:
```
module INITIAL_MODULE
(
    input       clk             ,
    input       rst_i           ,
    output  [39:0]  btb_init    ,
    output  [7:0]   btb_addr    ,
    output  [1:0]   bht_init    ,
    output  [7:0]   bht_addr    ,
    output  [31:0]  reg_init    ,    
    output  [4:0]   reg_addr    ,
    output  [31:0]  mem_init    ,    
    output  [31:0]  mem_addr
);
    reg [31:0] 	register_file [0:31];
    reg [31:0]  btb [0:255];
    reg [1:0]   bht [0:255];
    reg [31:0]  mem [0:26];
    reg [31:0]  mem_init;
    reg [7:0] btb_addr_r;
    always @ (posedge clk)
    begin
        if (rst_i)
        begin
            btb_addr_r <= 8'b0;
        end
        else if (btb_addr_r <= 8'd255)
        begin
            btb[btb_addr_r] <= 40'b0;
            btb_addr_r <= btb_addr_r + 1;
        end
        else 
        begin
            btb_addr_r <= 8'b0;
        end
    end
    assign btb_init = btb[btb_addr_r];
    assign btb_addr = btb_addr_r;
    reg [7:0] bht_addr_r;
    always @ (posedge clk)
    begin
        if (rst_i)
        begin
            bht_addr_r <= 8'b0;
        end
        else if (bht_addr_r <= 8'd255)
        begin
            bht[bht_addr_r] <= 2'b0;
            bht_addr_r <= bht_addr_r + 1;
        end
        else 
        begin
            bht_addr_r <= 8'b0;
        end
    end
    assign bht_init = bht[bht_addr_r];
    assign bht_addr = bht_addr_r;
    reg [4:0] reg_addr_r;
    always @ (posedge clk)
    begin
        if (rst_i)
        begin
            reg_addr_r <= 5'b0;
        end
        else if (reg_addr_r <= 8'd255)
        begin
            register_file[reg_addr_r] <= reg_addr;
            reg_addr_r <= reg_addr_r + 1;
        end
        else
        begin
            reg_addr_r <= 5'b0;
        end
    end
    assign reg_init = register_file[reg_addr_r];
    assign reg_addr = reg_addr_r;
    reg [5:0] mem_addr_r;
    always @ (posedge clk)
    begin
        if (rst_i) begin
            mem_addr_r <= 6'b0;
        end
        else if (mem_addr_r <= 6'd63) begin
            case(mem_addr_r)
                6'd0 : mem_init <= 4;
                6'd1 : mem_init <= 7;
                6'd2 : mem_init <= 2;
                6'd3 : mem_init <= 4;
                6'd4 : mem_init <= 1;
                6'd5 : mem_init <= 8;
                6'd6 : mem_init <= 4;
                6'd7 : mem_init <= 2;
                6'd8 : mem_init <= 6;
                6'd9 : mem_init <= 9;
                6'd10 : mem_init <= 3;
                6'd11 : mem_init <= 1;
                6'd12 : mem_init <= 4;
                6'd13 : mem_init <= 2;
                6'd14 : mem_init <= 5;
                6'd15 : mem_init <= 8;
                6'd16 : mem_init <= 5;
                6'd17 : mem_init <= 2;
                6'd18 : mem_init <= 6;
                6'd19 : mem_init <= 9;
                6'd20 : mem_init <= 2;
                6'd21 : mem_init <= 4;
                6'd22 : mem_init <= 8;
                6'd23 : mem_init <= 1;
                6'd24 : mem_init <= 4;
                6'd25 : mem_init <= 7;
                6'd26 : mem_init <= 9;
                6'd27 : mem_init <= 4;
                6'd28 : mem_init <= 3;
                6'd29 : mem_init <= 6;
                6'd30 : mem_init <= 1;
                6'd31 : mem_init <= 9;
                6'd32 : mem_init <= 4;
                6'd33 : mem_init <= 7;
                6'd34 : mem_init <= 2;
                6'd35 : mem_init <= 5;
                6'd36 : mem_init <= 3;
                6'd37 : mem_init <= 8;
                6'd38 : mem_init <= 2;
                6'd39 : mem_init <= 9;
                6'd40 : mem_init <= 1;
                default : mem_init <= 0;
            endcase
            mem_addr_r <= mem_addr_r + 1;
        end
        else begin
            mem_addr_r <= 6'b0;
        end
    end
    assign mem_addr = {26'b0, mem_addr_r};
endmodule
```
`./run.sh`:
```
#!/bin/bash
# OpenROAD 26Q1-2900-gdf79404cd8, Yosys 0.63+post, stock flow scripts
make -C /OpenROAD-flow-scripts/flow DESIGN_CONFIG=/design/flow/config.mk WORK_HOME=/design/flow/orfs finish
```
`./config.mk`:
```
export PLATFORM = sky130hd
export DESIGN_NAME = INITIAL_MODULE
export DESIGN_NICKNAME = INITIAL_MODULE
export VERILOG_FILES = /design/flow/design.v
export SDC_FILE = /design/flow/constraint.sdc
export NUM_CORES = 4
export LEC_CHECK = 1
export CORE_UTILIZATION = 50
export SYNTH_MEMORY_MAX_BITS = 65536
```
`./constraint.sdc`:
```
current_design INITIAL_MODULE

set clk_period 8.0
set clk_io_pct 0.2

create_clock -name clk0 -period $clk_period [get_ports {clk}]

set non_clock_inputs [all_inputs -no_clocks]
set_input_delay [expr $clk_period * $clk_io_pct] -clock clk0 $non_clock_inputs
set_output_delay [expr $clk_period * $clk_io_pct] -clock clk0 [all_outputs]
```
==> flow_summary.yaml <==
# yosys + openroad results
synth:
  area_leaders: "edfxtp_1 55%, buf_4 11%, mux2i_1 8.2%"
  yosys_most_used_dff: "edfxtp_1"
  edf_count: 164
  ys_sh_adder_pct: 1.691
  ys_seq_share_pct: 61.56
  yosys.area.top_type_share_pct: 55.48
  top_logic_kind: "buffers and inverters"
  ys_chip_area_um2: 8877
  syn_inst: 658
  synth_stat.cells: 658
  yosys_warnings: 1
  ys_sh_aoi_pct: 3.594
  synthArstFlopShare_pct: 0
  synth.distinct_cells: 44
  synth_area_um2: 8877
  syn_avg_cell_area_um2: 13.49
  simple_gate_share_pct: 8.612
  synth_top_cell_by_area: "edfxtp_1"
  synth_flops: 191
  common_cells: "164 x edfxtp_1, 129 x buf_4, 73 x mux2i_1, 73 x nor2_1, 31 x o22ai_1"
  mux_share_pct: 10.01
  synth.most_common_cell: "edfxtp_1"
  xor_area_share_pct: 1.875
floorplanning:
  row_count: 48
  ioPinCount: 161
  die_h_um: 135.2
  die_x_um: 135.2
  fp-utilization_pct: 51.32
  chip_area_um2: 18290
  fp.coreArea_um2: 17300
placed_design:
  dp_hpwl_um: 10220
  pre_cts_slack_ps: 3351
  gp_congestion: 0.9546
  dpl_cell_area_um2: 8947
  portBuffers: 37
global_routing:
  antenna_found_initial: 0
  met1_usage_pct: 28.54
  overflow: 0
  grt.busiest_layer: "met1"
  grt_max_degree: 63
  grt_pass1_wl_um: 24130
  grt_pass1_vias: 4491
  use_met2_pct: 27.66
  grt_util_met3_pct: 9.546
  grt_usage_pct: 19.03
min_path:
  hold_path_class: "reg -> reg"
  holdPathStages: 1
  min-delay-start: "bht_addr_r[0]$_SDFF_PP0_"
  holdPathEnd: "bht_addr_r[0]$_SDFF_PP0_"
final_timing:
  hold_viol: 0
  tightest_slew_ps: 861.0
  fmax_mhz: 197.7
  final_max_slew_viol_count: 0
  maxSlewHeadroom_pct: 42.60
  setup_tns_ps: 0
  rsz0062_at_grt: "no"
  fin_skew_ps: 7.841
  finalSetupViolations: 0
  finalCritPeriodShare_pct: 63.22
  min_period_ps: 5058
  worst_slack_ps: 2942
routing:
  antenna_cells_inserted: 0
  dr.pass1.iters: 4
  vias_per_cell: 5.090
  wl_per_cell_um: 17.01
  antenna_left: 0
  post-route-drc-count: 0
  drtIter0Drc: 293
  drt-total-wl_um: 15850
  vias: 4744
finish:
  regArea_um2: 5474
  combGateArea_um2: 2750
  synthToLayoutAreaGrowth_pct: 7.385
  n_fill_cell: 1378
  stdcell_area_um2: 9533
  layout-drive-gt1-share_pct: 7.355
worst_setup_path:
  slowest_stage: "dfxtp_4"
  arrival_ps: 3460
  cp.required_ps: 6400
  path_max_fanout: 62
  path_class: "reg -> out"
  critPathMaxStageDelay_ps: 860
  worst-path-buf-inv: 2
  timing.rr.end: "register_file[31][0]$_DFFE_PP_"
  path_cells: "buf_4 -> mux2i_1 -> o22ai_1 -> nor4_1 -> nand3_1 -> clkdlybuf4s50_1"
  r2r-start: "reg_addr_r[0]$_SDFF_PP0_"
  critPathTopFamily: "buffers and inverters"
  endpoint_kind: "output pin"
  rr_worst_depth: 4
  worstSetupStartpoint: "reg_addr_r[0]$_SDFF_PP0_"
  start_kind: "flip-flop"
  rrSetupSlack_ps: 4780
clocking:
  cts_setup_buffers: 0
  cts_buffers: 17
  clk_latency_ps: 420
  ctsResizeCount: 0
  cts_tree: "done"
  cts_max_level: 4
  clkSinkCount: 191
  cts_hold_buf: 0
  clk_path_buf_depth: 2
  clk_pin_slew_ps: 70
  ctsRootBufferMaster: "clkbuf_16"
run_status:
  status: "complete, no violations"
power_and_ir_drop:
  ir_worst_vdd_mv: 0.1597
  p_leak_uw: 0.003428
  cellPowerDensity_nw_per_um2: 216.6
run:
  warning_count: 33
  drv_cap: 0
-- worst max path at each step --
stage        endpoint  cells after the start
4_1_cts   reg_init[4]                      6
6_report  reg_init[4]                      6
5_1_grt   reg_init[0]                      6
-- power by group --
part	switching, uW	internal [uW]
sequential	23.3	1090
clock	357	467
combinational	63.3	61.9
total	444	1620
-- layout make-up --
type                       count  area share [%]
clock buffer                  18           4.502
multi-input combinational    434           28.85
tap                          225           2.953
clock inverter                14           1.641
sequential                   191           57.42
inverter                       7          0.2756
timing repair buffer          43           4.358
-- registers in the layout, indices dropped and copies added (netlist names) --
| register | cells |
|---|---|
| reg_addr_r | 5 |
| mem_addr_r | 6 |
| btb_addr_r | 8 |
| mem_init | 4 |
| register_file | 160 |
| bht_addr_r | 8 |
-- layer usage --
metal	part of all wire, %	wire (um)	vias to the layer above
li1	-	-	2232
met1	40	6388	2260
met2	48	7598	234
met3	10	1648	18
met4	1.4	215	0
met5	0	0	-
-- metrics by stage --
step | hold WS (ps) | instances | utilization [%] | power, uW
after floorplan | 413.2 | 780 | - | 1254
after global placement | 436.8 | 900 | 51.73 | 1265
after detailed placement | 456.3 | 900 | 51.73 | 1264
after CTS | 473.6 | 932 | 55.11 | 2088
after global routing | 490.8 | 932 | 55.11 | 2142
final | 470.2 | 932 | 55.11 | 2065
-- layout by cell type (no fill, tap or decap), types with 3 or more instances in the layout --
cell	netlist	routed
nor3_1	6	6
nand3_1	18	18
dfxtp_2	0	4
nand3b_1	4	4
o22ai_1	31	31
inv_1	7	7
dfxtp_1	27	22
clkbuf_16	0	17
xnor2_1	7	7
nand4b_1	3	3
clkinv_4	0	3
nand4bb_1	5	5
nor2b_1	3	3
mux2i_1	73	73
nor4_1	5	5
edfxtp_1	164	164
buf_4	129	6
a21oi_1	9	9
xor2_1	12	12
conb_1	1	123
inv_6	0	6
nor2_1	73	73
nand2b_1	3	3
mux4_2	7	7
ha_1	12	12
nand2_1	12	12
and3_1	5	5
clkdlybuf4s50_1	0	37
-- logic make-up after synthesis --
kind of cell	Yosys count
and+or+nand+nor	149
muxes	80
other	1
xor gates and xnor gates	19
AOI/OAI and AO/OA	51
adders and majority gates	12
buffers and inverters	155
DFF	191
Power is estimated from default activity; no workload was simulated.
